File: flow/run.sh
#!/bin/bash
# OpenROAD 26Q1-2900-gdf79404cd8, Yosys 0.63+post, stock flow scripts
make -C /OpenROAD-flow-scripts/flow DESIGN_CONFIG=/design/flow/config.mk WORK_HOME=/design/flow/orfs finish
File: flow/config.mk
export PLATFORM = sky130hd
export DESIGN_NAME = simple_blinker
export DESIGN_NICKNAME = simple_blinker
export VERILOG_FILES = /design/flow/design.v
export SDC_FILE = /design/flow/constraint.sdc
export NUM_CORES = 4
export LEC_CHECK = 1
export CORE_AREA = 10 10 92 92
export DIE_AREA = 0 0 102 102
File: flow/constraint.sdc
current_design simple_blinker

set clk_period 5.4
set clk_io_pct 0.2

create_clock -name clk0 -period $clk_period [get_ports {clk}]

set non_clock_inputs [all_inputs -no_clocks]
set_input_delay [expr $clk_period * $clk_io_pct] -clock clk0 $non_clock_inputs
set_output_delay [expr $clk_period * $clk_io_pct] -clock clk0 [all_outputs]
File: flow/design.v
module simple_blinker(
  input clk,    
  input rst,    
  output blink  
);
reg [24:0] counter_d, counter_q;
assign blink = counter_q[24];
always @(counter_q) begin
  counter_d = counter_q + 1'b1;
end
always @(posedge clk) begin
  if (rst) begin
    counter_q <= 25'b0;
  end else begin
    counter_q <= counter_d;
  end
end
endmodule  
==> Table 3: Implementation characteristics <==
Table: implementation figures

Parameter                              Value

Floorplanning
  Standard-cell row count    29
  Core box area    0.00646 mm²
  Total Die Area    0.0104 mm²
  Floorplan utilization    0.171
  Number of top-level pins    3
  Horizontal die size    102 µm
  Vertical extent of the die    102 µm

Setup path
  Nature of the critical path startpoint    flip-flop
  Arrival time of the worst setup path    1.07 ns
  Bufs and invs on worst path    1
  CP top delay family    buffers and inverters
  Type of the worst setup path    reg2out
  Required time of the critical path    4.32 ns
  Slowest CP cell    clkdlybuf4s50_1
  Chain of cells forming the critical path    clkdlybuf4s50_1
  Maximum fanout count along the critical path    3
  Critical path capture point type    output pin
  Biggest cell delay along the critical path    0.47 ns

Drt
  Post-detailed-route via-to-cell ratio    4.23
  Ant. Diodes    0
  Total routed wirelength    1890 µm
  Drt pass-1 iters    4
  Via count    871
  Violation count after the first detailed-routing iteration    106
  Remaining number of nets flagged by the antenna check after routing    0
  Number of remaining DRC errors    0
  WL/cell    9.18 µm

STA
  Hold violation total from the final report    0
  Fmax    0.464 GHz
  Setup TNS Final    0 ns
  Worst Tran Pin Value    0.415 ns
  Fin crit share    0.399
  Skew final    0.00311 ns
  Shortest period the worst path allows    2.15 ns
  Worst rel slew slack    0.723
  Final setup viols    0
  Max-slew violation count    0
  Final critical-path setup slack    3.25 ns
  Unrepaired setup endpoints after global routing    no

Clocking
  Postcts setup bufs    0
  Clock root buffer master    clkbuf_8
  CTS Buffer Depth    2
  Source-to-sink clock delay at the later pin of the worst-skew pair    0.26 ns
  Total number of H-tree levels    1
  Clock input transition at the sequential cells of the worst setup and hold paths    0.08 ns
  Clock sink total    25
  # hold bufs at CTS    0
  Count of cells resized by post-cts repair    0
  CTS tree    built
  Inserted Clock Buffers    3

Power
  Leakage power    0.390 nW
  Proportion of total power due to net switching    0.205
  Total power density per cell area    243 mW/mm²
  Overall power    0.000304 W
  Largest voltage drop on the vdd net    117 µV
  Combinational share of power    0.025
  Power share of the clock group    0.356
  Net Switching    0.0000624 W
  Cell-internal power    0.000242 W
  Relative contribution of sequential cells to total power    0.619

Logic synthesis
  Fraction of the yosys area taken by sequential cells    0.453
  Yosys reg bits    25
  Comb area leader    simple AND/OR/NAND/NOR gates
  Share of synthesized area spent on multiplexers    0.0204
  Number of distinct library cells after synthesis    27
  Adder-cell share of the synthesized area    0.0113
  Count of mapped cells out of synthesis    127
  Total standard cell area after synthesis    0.00110 mm²
  Mean post-synth cell area    8.70 µm²
  Chip area in the Yosys report    0.00110 mm²
  Number of cells in Yosys stat    127
  Syn. warnings    1
  Xor and xnor fraction of the mapped netlist area    0.0951
  Post-synthesis compound-gate area fraction    0.0815
  Simple logic cell fraction of the synthesized area    0.314

Global routing
  Largest net degree at the start of global routing    28
  Aggregate global routing overflow    0
  Initial antenna violation count    0
  First-pass GRT wire length    3360 µm
  Via count of the first global-routing pass    762
  Total Routing Usage GR    0.0380

Finish
  Area growth syn-to-layout    13.5%
  Top Registers    counter_q x25
  Share of layout cells above drive strength 1    0.0698
  Sequential cell area    500 µm²
  Utilization of the core after routing    0.194
  Total area of multi-input combinational cells    577 µm²
  Register with the highest flop count    counter_q
  Max FFs per register    25
  Number of fillers in the final layout    717

Place
  Pre-CTS setup slack    3.12 ns
  Number of buffers inserted by port buffering    2
  Last weighted congestion value of the routability-driven placer    0.778

Run
  Max capacitance violation total    0
  Warning total across the stage logs    25

Outcome
  Run status    finished, final reports clean

Worst hold path
  Min-delay worst type    reg2reg
-- routing by layer --
metal	share of wire	track usage	up-vias
li1	-	-	456
met3	0.050	0.0109	2
met5	0	0	-
met1	0.52	0.0571	402
met2	0.41	0.0533	11
met4	0.019	0.00651	0
-- stage by stage --
step                      cell area, µm²  hold WS [ns]  std cells
after global placement              1210         0.460        202
after floorplan                     1100         0.434        127
final                               1250         0.477        206
after global routing                1250         0.507        206
after CTS                           1250         0.480        206
after detailed placement            1210         0.467        202
-- power by group through the flow --
stage         Sequential [W]  Combinational (W)  Clock (W)
CTS                 0.000188         0.00000767   0.000112
finish              0.000188         0.00000746   0.000108
global route        0.000189         0.00000884   0.000119
-- cell type report --
type / count / share of cell area
Inverter: 2 / 0.00599
Clock buffer: 4 / 0.0359
Sequential cell: 25 / 0.399
Timing Repair Buffer: 3 / 0.0220
Tap cell: 77 / 0.0768
Multi-Input combinational cell: 95 / 0.460
-- worst reg2reg max path: cells and delay by family, from the launching register on --
kind | cells | cell delay, ns
simple gates | 3 | 1.28
compound gates | 1 | 0.14
fa+ha+maj | 1 | 0.24
flops | 1 | 0.40
-- synthesized netlist by cell type --
cell	number	area (µm²)
a21oi_1	9	45.0
nor4b_1	1	8.76
nand2_1	9	33.8
buf_2	1	5.00
xor2_1	6	52.6
buf_1	1	3.75
nor2b_1	3	18.8
or3_1	6	37.5
inv_1	2	7.51
o21ai_0	6	30.0
or4_1	3	22.5
nand4_2	1	12.5
nor2_1	16	60.1
mux2_2	2	22.5
o31ai_1	2	15.0
and3_1	3	18.8
dfxtp_1	25	500
or3_2	1	7.51
ha_1	1	12.5
nand4_1	7	43.8
nor3_1	3	15.0
and4_1	3	26.3
and4_2	1	10.0
xnor2_1	6	52.6
clkbuf_1	3	11.3
or2_1	1	6.26
nand3_1	5	25.0
-- placed cells by master (no fill, tap or decap), types with 5 or more instances in the layout --
master / count
dfxtp_1: 25
nor2_1: 16
nand2_1: 9
a21oi_1: 9
nand4_1: 7
xor2_1: 6
o21ai_0: 6
or3_1: 6
xnor2_1: 6
nand3_1: 5
-- worst paths after layout --
check	startpoint	end	slack, ns	depth (start not counted)
worst max-delay path	counter_q[24]	blink	3.25	1
worst min-delay path	counter_q[21]	counter_q[21]	0.48	2
worst max register to register	counter_q[0]	counter_q[24]	3.28	5
worst min register to register	counter_q[21]	counter_q[21]	0.48	2
-- cells by family after synthesis --
| family | count (synthesis) |
|---|---|
| flops | 25 |
| mux | 2 |
| compound gates | 17 |
| simple gates | 63 |
| fa+ha+maj | 1 |
| buf+inv | 7 |
| xor+xnor | 12 |
Power is estimated from default activity; no workload was simulated.
